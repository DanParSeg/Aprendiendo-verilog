==> /design/flow/design.v <==
module matrix_control(
    input clk_in,
    output [2:0] spi_out,
    output [7:0] led
);
    reg [16*8:0] config_array_0=128'hf0090009000900090009000900090009; 
    reg [16*8:0] config_array_1=128'h000a000a000a000a000a000a000a000a; 
    reg [16*8:0] config_array_2=128'h070b070b070b070b070b070b070b070b; 
    reg [16*8:0] config_array_3=128'h010c010c010c010c010c010c010c010c; 
    reg [16*8:0] config_array_4=128'h000f000f000f000f000f000f000f000f; 
    reg [16*8:0] data_array_0=128'haa01aa01aa01aa01aa01aa01aa01aa01; 
    reg [16*8:0] data_array_1=128'haa02aa02aa02aa02aa02aa02aa02aa02; 
    reg [16*8:0] data_array_2=128'haa03aa03aa03aa03aa03aa03aa03aa03; 
    reg [16*8:0] data_array_3=128'haa04aa04aa04aa04aa04aa04aa04aa04; 
    reg [16*8:0] data_array_4=128'haa05aa05aa05aa05aa05aa05aa05aa05; 
    reg [16*8:0] data_array_5=128'haa06aa06aa06aa06aa06aa06aa06aa06; 
    reg [16*8:0] data_array_6=128'haa07aa07aa07aa07aa07aa07aa07aa07; 
    reg [16*8:0] data_array_7=128'haa08aa08aa08aa08aa08aa08aa08aa08; 
    reg [25:0] slower_clock;
    always @(posedge clk_in)
        slower_clock=slower_clock+1;
    reg [15:0] counter;
    wire [5:0] state;
    always @(*) begin
        state = counter[14:10];
        led[0]=spi_out[0]; 
        led[1]=spi_out[1]; 
        led[2]=spi_out[2]; 
    end
    always @(posedge slower_clock[10])
        counter=counter+1;
    reg [16*8:0] array_to_send;
    always @(posedge clk_in) begin
        case(state)
            1: array_to_send=config_array_0;
            3: array_to_send=config_array_1;
            5: array_to_send=config_array_2;
            7: array_to_send=config_array_3;
            9: array_to_send=config_array_4;
            11: array_to_send=data_array_0;
            13: array_to_send=data_array_1;
            15: array_to_send=data_array_2;
            17: array_to_send=data_array_3;
            19: array_to_send=data_array_4;
            21: array_to_send=data_array_5;
            23: array_to_send=data_array_6;
            25: array_to_send=data_array_7;
        endcase
    end
    always @(posedge clk_in) begin
        if(state[0]==0)begin
            spi_out[0]=0; 
            spi_out[1]=0; 
            spi_out[2]=1; 
        end
        else begin
            spi_out[2]=0; 
            case(counter[1:0])
                2'b00: begin
                    spi_out[0]=0; 
                    spi_out[1]=0; 
                end
                2'b01: begin
                    spi_out[0]=0; 
                    if(counter[10:2]==0)
                    spi_out[1]=array_to_send[128-counter[10:2]]; 
                end
                2'b10: begin
                    spi_out[0]=1; 
                    spi_out[1]=array_to_send[128-counter[10:2]]; 
                end
                2'b11: begin
                    spi_out[0]=0; 
                    spi_out[1]=array_to_send[128-counter[10:2]]; 
                end
            endcase
        end
    end
endmodule
==> /design/flow/run.sh <==
#!/bin/bash
# OpenROAD 26Q1-2900-gdf79404cd8, Yosys 0.63+post, stock flow scripts
make -C /OpenROAD-flow-scripts/flow DESIGN_CONFIG=/design/flow/config.mk WORK_HOME=/design/flow/orfs finish
==> /design/flow/config.mk <==
export PLATFORM = sky130hd
export DESIGN_NAME = matrix_control
export DESIGN_NICKNAME = matrix_control
export VERILOG_FILES = /design/flow/design.v
export SDC_FILE = /design/flow/constraint.sdc
export NUM_CORES = 4
export LEC_CHECK = 1
export CORE_AREA = 10 10 103 103
export DIE_AREA = 0 0 113 113
==> /design/flow/constraint.sdc <==
current_design matrix_control

set clk_period 1.7
set clk_io_pct 0.2

create_clock -name clk0 -period $clk_period [get_ports {clk_in}]

set non_clock_inputs [all_inputs -no_clocks]
set_input_delay [expr $clk_period * $clk_io_pct] -clock clk0 $non_clock_inputs
set_output_delay [expr $clk_period * $clk_io_pct] -clock clk0 [all_outputs]
==> impl_metrics.env <==
# implementation run metrics
export IMPL_drc=0
export IMPL_finalWirelength_mm=1.45
export IMPL_synth_chip_area_sq_um=980
export IMPL_max_freq_mhz=712
export IMPL_final_min_period_over_clock_period_pct=82.7
export IMPL_vias_per_cell=2.68
export IMPL_worstPathArrival_ns=1.07
export IMPL_cts_root_buffer="clkbuf_8"
export IMPL_irDropWorstVdd_mv=0.261
export IMPL_via_count_of_the_first_global_routing_pass=594
export IMPL_route_antenna_remaining_nets=0
export IMPL_synth_warning_count=22
export IMPL_drive_above_1_share_pct=6.25
export IMPL_path_class="reg -> out"
export IMPL_synth_cell_types=17
export IMPL_cpMaxStageDelayCell="clkdlybuf4s50_1"
export IMPL_cts_setup_buffers=0
export IMPL_fp_util_pct=11.8
export IMPL_setup_violations=0
export IMPL_detail_route_wl_per_cell_microns=7.23
export IMPL_part_of_the_power_in_the_clock_network_pct=50.1
export IMPL_count_of_hold_fix_buffers_inserted_at_cts=0
export IMPL_combinationalPowerShare_pct=0.1
export IMPL_register_clock_pin_slew_on_the_reported_worst_setup_and_hold_paths_ns=0.06
export IMPL_number_of_cts_inserted_buffers=3
export IMPL_clock_skew_ns=0.00419
export IMPL_number_of_register_pins_that_no_clock_reaches=11
export IMPL_fillerInstances=916
export IMPL_power_leakage_nw=0.442
export IMPL_dieWidth_microns=113
export IMPL_p_int_mw=0.533
export IMPL_finalCriticalPeriod_ns=1.41
export IMPL_worstHoldPathType="reg -> reg"
export IMPL_total_switching_power_mw=0.125
export IMPL_syn_cell_area_sq_um=980
export IMPL_cts_tree="built"
export IMPL_critical_path_fanouts_max=3
export IMPL_detailroute_via_count=539
export IMPL_rsz_0062_raised_after_global_routing="no"
export IMPL_gp_congestion=0.699
export IMPL_grt_max_degree=13
export IMPL_power_total_mw=0.659
export IMPL_dieHeight_microns=113
export IMPL_cpPeakStageDelay_ns=0.48
export IMPL_core_region_area_sq_um=8300
export IMPL_ys_ff=25
export IMPL_syn_to_final_growth_pct=20.2
export IMPL_grt_usage_pct=2.43
export IMPL_pwr_density_cell_nw_per_um2=559
export IMPL_grt_overflow_total=0
export IMPL_clock_path_buffers=2
export IMPL_warnings=30
export IMPL_worst_ep_required_time_ns=1.36
export IMPL_num_antenna_cells=0
export IMPL_timing_critical_path_cells="clkdlybuf4s50_1"
export IMPL_synth_cells_yosys=91
export IMPL_post_cts_resized_instances=0
export IMPL_synth_cells=91
export IMPL_finalHoldViolations=0
export IMPL_maxCapViolCount=0
export IMPL_critical_path_top_delay_family="buffers and inverters"
export IMPL_worst_setup_end_kind="output port"
export IMPL_worstSkewPairLatency_ns=0.25
export IMPL_power_frac_seq_pct=49.8
export IMPL_endpoints_left_unconstrained=13
export IMPL_ys_seq_share_pct=51.1
export IMPL_register_area_sq_um=500
export IMPL_number_of_optimization_iterations_in_the_first_detailed_route_pass=4
export IMPL_status="completed"
export IMPL_cts_htree_levels=1
export IMPL_num_rows=33
export IMPL_numPortBuffers=6
export IMPL_timing_final_max_slew_violations=0
export IMPL_grt_pass1_wl_mm=2.64
export IMPL_cp_num_buf_inv=1
export IMPL_antenna_found_initial=0
export IMPL_swShare_pct=19.1
export IMPL_startpoint_type="register"
export IMPL_num_io_pins=12
export IMPL_fin_hold_ws_ns=0.450
export IMPL_fp_dieArea_sq_um=12800
export IMPL_drtIter0Drc=6
export IMPL_hpwlAfterDp_mm=1.10
export IMPL_timing_setup_tns_ns=0
export IMPL_syn_avg_cell_area_sq_um=10.8
export IMPL_mi_logic_area_sq_um=408
power by group through the flow:
stage / Combinational [mW] / Sequential, mW / Clock [mW]
after CTS: 0.000970 / 0.328 / 0.348
after global routing: 0.00126 / 0.328 / 0.371
final: 0.000596 / 0.328 / 0.330
per-layer routing:
layer	global-route usage, %	share of wire (%)
met5	0	0
met4	0.508	1.7
met3	1.28	8.1
met2	3.42	35
met1	3.22	55
layout make-up:
| class | count | share of cell area [%] |
|---|---|---|
| clock buffer | 4 | 4.68 |
| sequential | 25 | 42.5 |
| multi-input combinational | 55 | 34.6 |
| inverter | 6 | 1.91 |
| timing repair buffer | 6 | 5.10 |
| tap | 105 | 11.2 |
worst register-to-register path: cells and delay by family (launching register included):
family,cells,cell delay [ns]
flip-flops,1,0.42
adder cells (fa/ha/maj),1,0.29
XOR/XNOR,1,0.14
AND/OR/NAND/NOR,1,0.13
cells in the final DEF, fill, tap and decap left out:
cell type	netlist	routed
conb_1	1	5
nand4_1	4	4
and2_1	1	1
xnor2_1	13	13
nand3_1	7	7
nand4_2	2	2
xor2_1	5	5
inv_1	6	6
nor2_1	2	2
ha_1	6	6
and4_1	2	2
nand2_1	3	3
clkbuf_8	0	4
clkdlybuf4s50_1	0	6
and3_1	3	3
dfxtp_1	25	25
nor3_1	2	2
sequential cells by signal (all words and copies together), names as in the netlist:
register	count
slower_clock	11
counter	11
spi_out	3
synth_stat cells:
library cell / n / area (sq um)
dfxtp_1: 25 / 500
xnor2_1: 13 / 114
buf_4: 8 / 60.1
nand3_1: 7 / 35.0
ha_1: 6 / 75.1
inv_1: 6 / 22.5
xor2_1: 5 / 43.8
nand4_1: 4 / 25.0
and3_1: 3 / 18.8
nand2_1: 3 / 11.3
and4_1: 2 / 17.5
nand4_2: 2 / 25.0
nor2_1: 2 / 7.51
nor3_1: 2 / 10.0
and2_1: 1 / 6.26
clkbuf_1: 1 / 3.75
conb_1: 1 / 3.75
metrics by stage:
stage / util, % / worst slack [ns] / instance area, sq um / cells
after global routing: 14.2 / 0.228 / 1180 / 201
after global placement: 13.5 / 0.564 / 1120 / 197
final: 14.2 / 0.295 / 1180 / 201
after CTS: 14.2 / 0.272 / 1180 / 201
after floorplan: - / 0.713 / 995 / 95
after detailed placement: 13.5 / 0.556 / 1120 / 197
final timing paths:
path | start | end | slack, ns | cells past startpoint
setup / recovery | spi_out[1] | led[1] | 0.29 | 1
hold / removal | slower_clock[0] | slower_clock[0] | 0.45 | 1
setup reg to reg | slower_clock[0] | slower_clock[10] | 0.60 | 3
hold reg to reg | slower_clock[0] | slower_clock[0] | 0.45 | 1
cell families (layout without fill, tap and decap cells):
kind of cell | after synthesis | in the layout | synth area share, %
xor gates and xnor gates | 18 | 18 | 16.1
adders and majority gates | 6 | 6 | 7.66
buffers and inverters | 15 | 16 | 8.81
DFF | 25 | 25 | 51.1
other | 1 | 5 | 0.383
and+or+nand+nor | 26 | 26 | 16.0
Power figures rest on the tool's default switching activity, not on a simulated workload.
