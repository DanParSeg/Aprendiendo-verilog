<file path="flow/run.sh">
#!/bin/bash
# OpenROAD 26Q1-2900-gdf79404cd8, Yosys 0.63+post, stock flow scripts
make -C /OpenROAD-flow-scripts/flow DESIGN_CONFIG=/design/flow/config.mk WORK_HOME=/design/flow/orfs finish
</file>
<file path="flow/config.mk">
export PLATFORM = sky130hd
export DESIGN_NAME = bf_alu
export DESIGN_NICKNAME = bf_alu
export VERILOG_FILES = /design/flow/design.v
export SDC_FILE = /design/flow/constraint.sdc
export NUM_CORES = 4
export LEC_CHECK = 1
export CORE_AREA = 10 10 95 95
export DIE_AREA = 0 0 105 105
</file>
<file path="flow/constraint.sdc">
current_design bf_alu

set clk_period 7.3
set clk_io_pct 0.2

create_clock -name clk0 -period $clk_period [get_ports {clk_in}]

set non_clock_inputs [all_inputs -no_clocks]
set_input_delay [expr $clk_period * $clk_io_pct] -clock clk0 $non_clock_inputs
set_output_delay [expr $clk_period * $clk_io_pct] -clock clk0 [all_outputs]
</file>
<file path="flow/design.v">
parameter ROMFILE = "bf_program.list";
parameter ROM_ADDR_WIDTH = 16;
parameter ROM_DATA_WIDTH = 8;
parameter RAM_ADDR_WIDTH = 16;
parameter RAM_DATA_WIDTH = 8;
module bf_alu(
    input clk_in,
    input [ROM_DATA_WIDTH-1:0] instr,  
    input [RAM_DATA_WIDTH-1:0] read_mem,  
    output [RAM_DATA_WIDTH-1:0] write_mem,  
    output [RAM_ADDR_WIDTH-1:0] addr_mem,  
    output rw_mem,  
    output [ROM_ADDR_WIDTH-1:0] pc,  
    );
    wire [1:0] opcode = instr[7:6];
    wire [5:0] args = instr[5:0];
    wire [7:0] change_pc;
    reg [ROM_ADDR_WIDTH-1:0] pc;
    wire [7:0] change_pointer;
    reg [RAM_ADDR_WIDTH-1:0] pointer;
    always @(posedge clk_in) begin
        pc <= pc + change_pc;
        pointer <= pointer + change_pointer;
    end
    always @(*)
      case (opcode)
        2'b00: begin 
            if (args[5]==0) begin
                write_mem=read_mem+args[4:0];
            end
            else begin
                write_mem=read_mem-args[4:0];
            end
            rw_mem=0; 
            addr_mem=prev_addr;
            change_pc=1;
        end
        2'b01: begin 
            if (args[5]==0) begin 
                change_pointer=args[4:0];
            end
            else begin 
                change_pointer=-args[4:0];
            end
            write_mem=0;
            rw_mem=1; 
            change_pc=1;
        end
        2'b10: begin 
            change_pointer=0;
            write_mem=0;
            rw_mem=1;
            change_pc=1;
        end
        2'b11: begin 
            if (args[5]==0) begin 
                if (read_mem==0) begin
                    change_pc=args[4:0];
                end
                else begin
                    change_pc=1;
                end
            end
            else begin 
                if (read_mem!=0) begin
                    change_pc=args[4:0];
                end
                else begin
                    change_pc=1;
                end
            end
            write_mem=0;
            rw_mem=1;
        end
      endcase
endmodule
module bf_cpu(input clk_in, input [1:0] push, output [7:0] led);
    wire slow_clk;
    prescaler #(.N(23))
    Pres(
        .clk_in(clk_in),
        .clk_out(slow_clk)
    ); 
    wire [ROM_ADDR_WIDTH-1:0] rom_addr;
    wire [ROM_DATA_WIDTH-1:0] rom_out;
    wire [RAM_DATA_WIDTH-1:0] ram_in;
    wire [RAM_ADDR_WIDTH-1:0] ram_addr;
    wire ram_rw;
    wire [RAM_DATA_WIDTH-1:0] ram_out;
    genram #(.ROMFILE(ROMFILE),.AW(ROM_ADDR_WIDTH),.DW(ROM_DATA_WIDTH)) INSTR_ROM (
        .clk(slow_clk),
        .addr(rom_addr),
        .data_in(0),
        .rw(1), 
        .data_out(rom_out)
    );
    genram #(.AW(RAM_ADDR_WIDTH),.DW(RAM_DATA_WIDTH)) DATA_RAM (
        .clk(slow_clk),
        .addr(ram_addr),
        .data_in(ram_in),
        .rw(ram_rw),
        .data_out(ram_out)
    );
    bf_alu bf (
        .clk_in(slow_clk),
        .instr(rom_out),
        .read_mem(ram_out),
        .write_mem(ram_in),
        .addr_mem(ram_addr),
        .rw_mem(ram_rw),
        .pc(rom_addr)
    );
    always @(*) begin
        led = ram_out;
    end
endmodule
</file>
==> flow_metrics.env <==
# physical design summary
export IMPL_status="completed"
export IMPL_detail_route_drc_violations=0
export IMPL_crit_reg2reg_launch="pc[0]"
export IMPL_post_route_period_util=0.796
export IMPL_final_setup_viol_count=0
export IMPL_cts_repair_timing_setup_buffer_count=0
export IMPL_fp_coreArea_mm2=0.00691
export IMPL_clk_transition_reported_paths_ns=0.06
export IMPL_number_of_standard_cells_reported_by_yosys=164
export IMPL_row_count=30
export IMPL_chip_area_mm2=0.0110
export IMPL_initial_drt_markers=29
export IMPL_area_growth_pct=37.2
export IMPL_timing_fmax_mhz=172
export IMPL_synth_area_per_cell_um2=8.38
export IMPL_setup_repair_after_global_routing_missed_its_margin="no"
export IMPL_min_path_type="reg2reg"
export IMPL_ys_chip_area_mm2=0.00138
export IMPL_startpoint_type="input pin"
export IMPL_critical_path_cell_chain="clkdlybuf4s50_1 > inv_1 > ha_1 > mux2_2 > inv_1 > ha_1 > nor2b_1 > o31a_1 > o21a_1 > o21a_1 > nor3_1 > clkdlybuf4s50_1"
export IMPL_first_pass_iters=4
export IMPL_cts_inserted_buffers=3
export IMPL_critical_path_top_delay_family="buffers and inverters"
export IMPL_flop_cell="sky130_fd_sc_hd__dfxtp_1"
export IMPL_finalHoldViolations=0
export IMPL_port_buffers=41
export IMPL_hp_start="pc[15]"
export IMPL_wire_per_inst_um=11.2
export IMPL_synth_seq_share=0.233
export IMPL_die_height_um=105
export IMPL_hold_ep="pc[15]"
export IMPL_syn_cell_area_mm2=0.00138
export IMPL_reg_top3="pc x16"
export IMPL_top_level_ports=58
export IMPL_finalClockSkew_ns=0.00413
export IMPL_grt_remaining_overflow=0
export IMPL_period_minus_slack_ns=5.81
export IMPL_power_leakage_nw=0.796
export IMPL_r2r_slack_ns=5.52
export IMPL_worstHoldPathCells=1
export IMPL_resized_cells_post_cts=0
export IMPL_grt_first_pass_wirelength_mm=5.55
export IMPL_pwr_density_cell_mw_per_mm2=218
export IMPL_stage_log_warnings=25
export IMPL_yosys_cell_types=39
export IMPL_cpPeakStageDelay_ns=0.54
export IMPL_detailedPlacementHpwl_mm=2.86
export IMPL_worst_setup_path_end_kind="output port"
export IMPL_worst_ep_required_time_ns=5.84
export IMPL_ratio_of_cells_with_drive_above_1_in_the_final_layout=0.0485
export IMPL_cp_buffers_inverters=4
export IMPL_maximum_number_of_pins_on_one_net_before_global_route_repair=14
export IMPL_asyncSetResetFlopFracSynth=0
export IMPL_cts_root_buf="sky130_fd_sc_hd__clkbuf_8"
export IMPL_grt_use_total=0.0586
export IMPL_worstReg2RegEnd="pc[6]"
export IMPL_top_register="pc"
export IMPL_number_of_global_route_vias_before_repair=1138
export IMPL_die_w_um=105
export IMPL_ant_nets=0
export IMPL_critical_path_class="in2out"
export IMPL_antenna_found_initial=0
export IMPL_clk_path_buf_depth=2
export IMPL_viasPerCell=3.92
export IMPL_num_vias=1183
export IMPL_total_power_mw=0.411
export IMPL_cp_slowest_cell="sky130_fd_sc_hd__clkdlybuf4s50_1"
export IMPL_enable_flop_cells=0
export IMPL_antennaDiodeCount=0
export IMPL_cts_hold_repair_buffers=0
export IMPL_worst_endpoint_arrival_ns=4.35
export IMPL_critical_path_max_fanout=4
export IMPL_tns_ns=0
export IMPL_r2r_worst_path_cells=8
export IMPL_globalplace_congestion=0.819
export IMPL_max_reg_flops=16
export IMPL_synthCells=164
export IMPL_final_util=0.273
export IMPL_cts_max_level=1
export IMPL_clock_tree_from_tritoncts="yes"
export IMPL_report_final_slew_viol_count=0
export IMPL_ys_warn_count=23
export IMPL_insertion_delay_ns=0.25
export IMPL_ir_drop_uv=84.9
export IMPL_initial_utilization=0.199
export IMPL_finalWirelength_mm=3.39
export IMPL_postSynthRegisterBits=16
export IMPL_max_cap_violations=0
export IMPL_cts_sinks=16
## layout by cell type (no fill, tap or decap), types with 4 or more instances in the layout
master	instances
sky130_fd_sc_hd__ha_1	13
sky130_fd_sc_hd__clkdlybuf4s50_1	41
sky130_fd_sc_hd__clkbuf_8	4
sky130_fd_sc_hd__conb_1	16
sky130_fd_sc_hd__and2_1	4
sky130_fd_sc_hd__nor2b_1	4
sky130_fd_sc_hd__inv_1	11
sky130_fd_sc_hd__a21oi_1	5
sky130_fd_sc_hd__xor2_1	6
sky130_fd_sc_hd__nor2_1	11
sky130_fd_sc_hd__and3_1	4
sky130_fd_sc_hd__dfxtp_1	16
sky130_fd_sc_hd__o21a_1	4
sky130_fd_sc_hd__xnor2_1	13
sky130_fd_sc_hd__o21ai_0	5
sky130_fd_sc_hd__nor3_1	9
sky130_fd_sc_hd__nand2_1	11
## worst max-delay path by stage
stage                    start  cells past startpoint  slack (ns)           end
after CTS             instr[0]                     12        1.48  write_mem[5]
after global routing  instr[0]                     12        1.29  write_mem[5]
final                 instr[0]                     12        1.49  write_mem[5]
## power breakdown
group          switching (mW)  internal [mW]  total, mW
Clock                  0.0310         0.0478     0.0788
Combinational          0.0756          0.119      0.195
Sequential             0.0221          0.115      0.137
Total                   0.129          0.283      0.411
## per-layer routing
metal,global-route usage,up-vias,part of all wire
met3,0.0379,2,0.14
met5,0,-,0
li1,-,623,-
met2,0.0730,54,0.35
met1,0.0847,504,0.50
met4,0.00392,0,0.0041
## cell type report
class	count	area [µm²]
Timing Repair Buffer	41	410
Multi-Input combinational cell	134	940
Tap cell	96	120
Sequential cell	16	320
Fill cell	777	5020
Clock buffer	4	55.1
Inverter	11	41.3
## cell usage after synthesis, drive strengths merged (3+ instances only)
library cell	number	area [µm²]
inv	11	41.3
nand2	11	41.3
xnor2	13	114
a211oi	3	27.5
nor2b	4	25.0
a21oi	6	33.8
o21a	4	30.0
dfxtp	16	320
ha	13	163
o21ai	7	38.8
nor3	9	45.0
and3	4	25.0
xor2	6	52.6
nor2	11	41.3
buf	18	130
and2	4	25.0
## logic make-up after synthesis
family | after synthesis | synth area share
AOI/OAI and AO/OA | 28 | 0.145
and+or+nand+nor | 54 | 0.211
DFF | 16 | 0.233
xor gates and xnor gates | 19 | 0.121
buffers and inverters | 29 | 0.125
other | 1 | 0.00273
muxes | 2 | 0.0155
adders and majority gates | 15 | 0.147
## stage by stage
step | cells | cell area (µm²) | hold slack (ns) | setup slack, ns
2_1_floorplan | 179 | 1430 | 0.409 | 2.74
3_3_place_gp | 298 | 1830 | 0.442 | 1.46
3_5_place_dp | 298 | 1830 | 0.452 | 1.50
4_1_cts | 302 | 1890 | 0.461 | 1.48
5_1_grt | 302 | 1890 | 0.479 | 1.29
6_report | 302 | 1890 | 0.457 | 1.49
## worst reg2reg max path: stages, from the launching register on
cell,delay (ns)
sky130_fd_sc_hd__dfxtp_1,0.34
sky130_fd_sc_hd__ha_1,0.20
sky130_fd_sc_hd__inv_1,0.07
sky130_fd_sc_hd__fa_1,0.40
sky130_fd_sc_hd__nor2b_1,0.18
sky130_fd_sc_hd__o31a_2,0.18
sky130_fd_sc_hd__or2_1,0.12
sky130_fd_sc_hd__nand2_1,0.06
sky130_fd_sc_hd__xnor2_1,0.12
Power figures rest on the tool's default switching activity, not on a simulated workload.
