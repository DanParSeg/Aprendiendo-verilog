File: design/flow/run.sh
#!/bin/bash
# OpenROAD 26Q1-2900-gdf79404cd8, Yosys 0.63+post, stock flow scripts
make -C /OpenROAD-flow-scripts/flow DESIGN_CONFIG=/design/flow/config.mk WORK_HOME=/design/flow/orfs finish
File: design/flow/config.mk
export PLATFORM = sky130hd
export DESIGN_NAME = prescaler
export DESIGN_NICKNAME = prescaler
export VERILOG_FILES = /design/flow/design.v
export SDC_FILE = /design/flow/constraint.sdc
export NUM_CORES = 4
export LEC_CHECK = 1
export CORE_AREA = 10 10 85 85
export DIE_AREA = 0 0 95 95
File: design/flow/constraint.sdc
current_design prescaler

set clk_period 3.8
set clk_io_pct 0.2

create_clock -name clk0 -period $clk_period [get_ports {clk_in}]

set non_clock_inputs [all_inputs -no_clocks]
set_input_delay [expr $clk_period * $clk_io_pct] -clock clk0 $non_clock_inputs
set_output_delay [expr $clk_period * $clk_io_pct] -clock clk0 [all_outputs]
File: design/flow/design.v
module prescaler(input clk_in, output clk_out);
wire clk_in;
wire clk_out;
parameter N = 22;
reg [N-1:0] count = 0;
assign clk_out = count[N-1];
always @(posedge(clk_in)) begin
  count <= count + 1;
end
endmodule
==> flow_summary.rst <==
Physical design figures
=======================

.. list-table::
   :header-rows: 1

   * - Metric
     - Value
   * - Result of the run
     - complete, no violations
   * - Dominant kind of combinational cell
     - simple AND/OR/NAND/NOR gates
   * - Clock tree from TritonCTS
     - done
   * - Filler Cell Count
     - 607
   * - Master of the slowest instance on the critical path
     - sky130_fd_sc_hd__clkdlybuf4s50_1
   * - Maximum number of pins on one net before global-route repair
     - 14
   * - Clk sinks
     - 22
   * - Data required, critical path
     - 3.04 ns
   * - Clock slew seen by the registers of the worst setup and hold paths
     - 0.08 ns
   * - Yosys Chip Area
     - 852 um^2
   * - Antenna Cells
     - 0
   * - Setup Fix Bufs, Post-CTS
     - 0
   * - Maximum clock frequency
     - 545 MHz
   * - Htree depth
     - 1
   * - Ordered list of cells on the worst path
     - clkdlybuf4s50_1
   * - Final worst clock skew
     - 0.00744 ns
   * - Hold-fix buffers at CTS
     - 0
   * - Design area
     - 1020 um^2
   * - Total tool warning count
     - 25
   * - Num CTS Buffers
     - 3
   * - Clk root buf
     - sky130_fd_sc_hd__clkbuf_8
   * - Endpoint arrival time on the critical path
     - 1.07 ns
   * - Core utilization at floorplan
     - 0.156
   * - Initial detailed-routing violation count
     - 21
   * - Category of the worst setup path launch point
     - register
   * - Via total after detailed routing
     - 502
   * - Share of synthesized area occupied by flip-flops and latches
     - 0.517
   * - R2R Path End
     - count[20]
   * - Worst R2R Start
     - count[0]
   * - Clock period minus worst slack
     - 1.83 ns
   * - Layout area overhead
     - 20.1%
   * - Global Route Usage Sum
     - 0.0270
   * - Synth Area per Inst
     - 11.1 um^2
   * - Unrepaired setup endpoints after global routing
     - no
   * - I/O Pins
     - 2
   * - Port Buffer Count
     - 1
   * - Clk buf depth
     - 2
   * - Launch instance of the worst min-delay path
     - count[0]
   * - Number of flip-flops under the largest register name
     - 22
   * - Layout cell share with drive strength beyond 1
     - 0.110
   * - Synth Register Bits
     - 22
   * - Final setup violation count
     - 0
   * - Registers with the most flip-flops
     - count (22)
   * - Most flops, register
     - count
   * - Detailed-route wire length
     - 1100 um
   * - Top cell family by delay on the critical path
     - buffers and inverters
   * - Number of cells on the worst hold path
     - 1
   * - Chip area
     - 9030 um^2
   * - # rows
     - 27
   * - P_leak
     - 0.000393 uW
   * - Late-Pin Clk Latency
     - 0.26 ns
   * - Most common cell after layout, fill and taps aside
     - sky130_fd_sc_hd__dfxtp_1
   * - Peak supply drop
     - 208 uV
   * - Unique masters post-synth
     - 18
   * - # DRC
     - 0
   * - Commonest non-fill, non-tap cells in the layout
     - sky130_fd_sc_hd__dfxtp_1, sky130_fd_sc_hd__xnor2_1, sky130_fd_sc_hd__xor2_1
   * - Weighted congestion reported at the end of routability-driven placement
     - 0.741
   * - Final Hold Slack
     - 0.432 ns
   * - Final setup TNS
     - 0 ns
   * - Period utilisation layout
     - 0.483
   * - Maximum single-stage delay on the critical path
     - 0.46 ns
   * - Number of antenna violations at the first check in global routing
     - 0
   * - Number of global-route vias before repair
     - 476
   * - Average wire per standard cell
     - 7.12 um
   * - Type of the setup path with the least slack
     - reg -> out
   * - Max_cap viols
     - 0
   * - Count of buffer and inverter cells on the critical path
     - 1
   * - Total of cells resized after clock tree synthesis
     - 0
   * - Highest fanout seen on the critical path
     - 2
   * - Placed inst area
     - 952 um^2
   * - Total count of hold-check failures in the final report
     - 0
   * - Worst Reg2Reg Path Length in Cells
     - 5
   * - Die X
     - 95 um
   * - Adder-cell share of the synthesized area
     - 0.0147
   * - Post-synthesis cell count from yosys
     - 77
   * - Headroom to the max-slew limit
     - 0.756
   * - Power density over the cells
     - 434 nW/um^2
   * - Total count of max-transition violations in the final report
     - 0
   * - Y dimension of the die
     - 95 um
   * - Path length in cells of the critical path
     - 1
   * - Cell Area, Synth
     - 852 um^2
   * - Core box area
     - 5470 um^2
   * - Global-route wire length before repair
     - 2030 um
   * - DRT antenna net count
     - 0
   * - Hold EP
     - count[0]
   * - Setup slack on the worst flop-to-flop path
     - 2.30 ns
   * - Xor/xnor cell area share of the yosys netlist
     - 0.206
   * - Simple-Gate Area Share
     - 0.258
   * - Detailed placer's ending HPWL
     - 806 um
   * - Kind of end point of the critical path
     - output port
   * - Post-detailed-route via-to-cell ratio
     - 3.26
   * - Synth warn
     - 1
   * - Detailed-router iteration count before antenna repair
     - 2
   * - Fraction of the mapped netlist area in compound gates
     - 0
   * - Worst slew pin tran
     - 0.363 ns
   * - Worst min-delay path category
     - reg -> reg
   * - Overall overflow remaining after global route
     - 0
   * - Share of synthesized area spent on multiplexers
     - 0
   * - Instance count of the mapped netlist
     - 77
==> kinds of logic after synthesis <==
group | after synthesis
xor gates and xnor gates | 20
buffers and inverters | 1
and+or+nand+nor | 33
adders and majority gates | 1
DFF | 22
==> through the flow <==
stage	cells	utilization	total power, uW	setup slack [ns]
2_1_floorplan	77	-	236	2.47
3_3_place_gp	150	0.174	236	2.25
3_5_place_dp	150	0.174	236	2.24
4_1_cts	154	0.187	451	1.95
5_1_grt	154	0.187	461	1.92
6_report	154	0.187	445	1.97
==> report_power, final <==
group          internal (uW)  total [uW]  leakage, uW  switching (uW)
registers                230         230     0.000177               0
logic                      0    0.000181     0.000181               0
clock network            141         214    0.0000357            73.6
total                    371         445     0.000393            73.6
==> cell usage after synthesis, drive strengths merged <==
master   n  share of area
and3     4          0.029
dfxtp   22           0.52
ha       1          0.015
inv      1         0.0044
nand2    7          0.031
nand3    8          0.062
nand4    4          0.047
nor2     4          0.018
nor3     2          0.018
nor4     3          0.047
or2      1         0.0073
xnor2   10           0.10
xor2    10           0.10
==> final cells by class <==
cell class / instances / area, um^2 / share of cell area
Inverter: 1 / 3.75 / 0.00367
Clock buffer: 3 / 41.3 / 0.0403
Timing Repair Buffer: 1 / 10.0 / 0.00978
Sequential cell: 22 / 440 / 0.430
Multi-Input combinational cell: 54 / 408 / 0.399
Clock inverter: 1 / 30.0 / 0.0293
Tap cell: 72 / 90.1 / 0.0880
==> worst max-delay path by stage <==
stage | from | endpoint | slack [ns]
final | count[21] | clk_out | 1.97
after global routing | count[21] | clk_out | 1.92
after CTS | count[21] | clk_out | 1.95
==> routing by layer <==
| layer | vias to the layer above | share of wire | GRT usage |
|---|---|---|---|
| met4 | 0 | 0 | 0 |
| met2 | 5 | 0.37 | 0.0378 |
| li1 | 269 | - | - |
| met5 | - | 0 | 0 |
| met1 | 228 | 0.56 | 0.0375 |
| met3 | 0 | 0.076 | 0.0160 |
Power and IR drop assume default switching activity.
